### /design/flow/run.sh
#!/bin/bash
# OpenROAD 26Q1-2900-gdf79404cd8, Yosys 0.63+post, stock flow scripts
make -C /OpenROAD-flow-scripts/flow DESIGN_CONFIG=/design/flow/config.mk WORK_HOME=/design/flow/orfs finish
### /design/flow/config.mk
export PLATFORM = sky130hd
export DESIGN_NAME = blinky
export DESIGN_NICKNAME = blinky
export VERILOG_FILES = /design/flow/design.v
export SDC_FILE = /design/flow/constraint.sdc
export NUM_CORES = 4
export LEC_CHECK = 1
export CORE_AREA = 10 10 92 92
export DIE_AREA = 0 0 102 102
### /design/flow/constraint.sdc
current_design blinky

set clk_period 5.6
set clk_io_pct 0.2

create_clock -name clk0 -period $clk_period [get_ports {clk}]

set non_clock_inputs [all_inputs -no_clocks]
set_input_delay [expr $clk_period * $clk_io_pct] -clock clk0 $non_clock_inputs
set_output_delay [expr $clk_period * $clk_io_pct] -clock clk0 [all_outputs]
### /design/flow/design.v
module blinky(input wire clk,
	      input wire reset,
	      input wire set_led,
              output reg led,
	      output reg [27:0] counter);
parameter CLK_DIV = 50000000;
reg clk_divider;
always @(posedge clk) begin
    if (reset == 1'b0)
	counter <= CLK_DIV;
    else if (counter == 0)
	counter <= CLK_DIV;
    else
	counter <= counter - 1;
end
always @(posedge clk) begin
		if (reset == 1'b0)
				clk_divider <= 0;
		else if (counter == 0)
				clk_divider <= ~clk_divider;
end
always @(posedge clk_divider or negedge reset)
		if (reset == 1'b0)
				led <= 1'b0;
		else if (set_led == 1'b1)
				led <= 1'b1;
		else
				led <= ~led;
endmodule
==> out/results.txt <==
Status -> complete, no violations
Synth Register Bits -> 30
Crit path kind -> flop to output port
Leak -> 0.000612 µW
Global-route wire length before repair -> 5360 µm
Max stage delay on crit path -> 0.52 ns
Crit path max fanout -> 6
Type of origin of the critical path -> flop
WL/cell -> 12.8 µm
Pins Over Slew Limit -> 0
Vias per inst -> 4.21
Antenna-violating nets left -> 0
Worst Setup EP -> counter[24]
PwrDens -> 283 nW/µm²
Number of global-route vias before repair -> 1,076
Worst R2R Setup Slack -> 3.36 ns
# DRC -> 0
CP Buf/Inv Count -> 1
# port buffers -> 31
Top post-synthesis cells by count -> dfxtp_1 (29), nor2_1 (21), nand2_1 (19)
Final setup viols -> 0
Endpoints left unconstrained -> 2
Fillers -> 688
Rows -> 29
R2r endpoint -> counter[24]
Post-synthesis sequential area ratio -> 46.1%
Largest net degree at the start of global routing -> 16
Routed WL -> 3290 µm
Slowest cell on crit path -> clkdlybuf4s50_1
Yosys stat area -> 1310 µm²
Met2 Use GR -> 9.83%
Setup TNS -> 0 ns
R2R depth -> 5
Critical Path Source -> counter[24]
Late-Pin Clk Latency -> 0.28 ns
Post-DP HPWL -> 2410 µm
H-tree lvl count -> 2
Clock Skew -> 0.0107 ns
Fmax -> 0.418 GHz
Worst hold-check path type -> flop to flop
Total grt overflow -> 0
M3 GR Usage -> 3.07%
Clk buf depth -> 2
Placed cell areas -> 1700 µm²
Top-count cell post-synth -> dfxtp_1
Post-synth EDFFs -> 0
Worst Max-Slew Pin Slew -> 0.865 ns
Ys Warns -> 1
Relative slew slack -> 42.2%
Hold_buf cts -> 0
TritonCTS clock tree -> yes
Initial antenna violation count -> 0
Area of the core -> 6460 µm²
Area leader share -> 44.2%
Period minus WS final -> 2.39 ns
Routed via count -> 1,077
Mean Syn Cell Area -> 9.24 µm²
M1 GR Usage -> 8.10%
Critical Path RT -> 4.48 ns
Maximum VDD drop -> 0.0000814 V
Placed insts -> 248
Root Driver -> clkbuf_8
Initial Util -> 20.3%
Initial DRC Count -> 32
Final Hold Vio Count -> 0
Die width -> 102 µm
Period utilization -> 42.7%
Worst EP arrival -> 1.27 ns
Post-route design area -> 1800 µm²
All-Layer GR Usage -> 6.34%
Commonest flop -> dfxtp_1
RD Place Congestion -> 0.750
Top cells, area -> dfxtp_1 (44%), xnor2_1 (12%), nor2_1 (6.0%)
Area grow syn2layout -> 37.1%
CTS clk-pin slew, worst paths -> 0.07 ns
Total power -> 509 µW
Cts bufs inserted -> 5
Worst R2R Start -> counter[7]
Max-cap viol count -> 0
CP Depth -> 1
Synthesized area -> 1310 µm²
Gr busiest metal -> met2
Total die size -> 10,400 µm²
Delay-heaviest family, CP -> buffers and inverters
Final worst slack -> 3.21 ns
Element type at the critical path end -> output port
Yosys cell types -> 28
Iteration count of the initial detailed-routing pass -> 4
Io pins -> 32
Register pins left without a clock -> 1
Tool Warnings -> 26
Post-synth ARST share -> 3.33%
Post-CTS Setup Bufs -> 0
Worst-path cell chain -> clkdlybuf4s50_1
# resized after CTS -> 0
Final cell count without fillers -> 256
Die H -> 102 µm
RSZ-0062 raised after global routing -> no
Synthesized instance count -> 142
Yosys cell count -> 142
Worst Setup Slack post-DPL -> 2.93 ns
Fraction of layout cells with a size suffix above 1 -> 7.82%
Yosys top cell by area -> dfxtp_1
Ant. Diodes -> 0
## registers in the layout (all words and copies together), names as in the netlist
signal and cells:
clk_divider 1, counter 28, led 1
## cells in the final DEF, fill, tap and decap left out, drive strengths merged
| cell type | Yosys | routed |
|---|---|---|
| clkbuf | 0 | 6 |
| o31ai | 1 | 1 |
| nor4 | 13 | 13 |
| inv | 2 | 2 |
| nand3b | 1 | 1 |
| a21oi | 3 | 3 |
| or2b | 1 | 1 |
| dfrtp | 1 | 1 |
| nand3 | 3 | 3 |
| or4 | 1 | 1 |
| dfxtp | 29 | 29 |
| or3 | 1 | 1 |
| o21ai | 1 | 1 |
| and2 | 1 | 1 |
| nor2 | 21 | 21 |
| nor3 | 8 | 8 |
| nand4b | 3 | 3 |
| clkinv | 0 | 2 |
| nand2b | 2 | 2 |
| nor2b | 2 | 2 |
| clkdlybuf4s50 | 0 | 31 |
| mux2i | 1 | 1 |
| xor2 | 6 | 6 |
| xnor2 | 18 | 18 |
| ha | 2 | 2 |
| nand2 | 19 | 19 |
## area by class of cell
type,instances,area (µm²),share of cell area (%)
multi-input combinational,108,683,38.0
sequential,30,606,33.7
timing repair buffer,31,310,17.2
tap,77,96.3,5.35
clock buffer,6,82.6,4.59
clock inverter,2,13.8,0.765
inverter,2,7.51,0.417
## routing by layer
metal / wire length (µm) / up-vias
met3: 314 / 4
li1: - / 555
met1: 1530 / 494
met5: 0 / -
met2: 1410 / 24
met4: 25 / 0
## through the flow
stage / hold slack [ns] / util (%)
after global placement: 0.461 / 26.4
after detailed placement: 0.463 / 26.4
after global routing: 0.548 / 27.9
after CTS: 0.488 / 27.9
final: 0.492 / 27.9
after floorplan: 0.426 / -
## worst min path at each step
stage / start / endpoint / cells after the start
after CTS: counter[0] / counter[0] / 1
after global routing: counter[0] / counter[0] / 1
final: counter[0] / counter[0] / 1
## cell families (layout without fill, tap and decap cells)
family	Yosys count	after routing	synth area share, %
AOI/OAI and AO/OA	5	5	2.10
xor gates and xnor gates	24	24	16.0
adders and majority gates	2	2	1.91
buffers and inverters	4	41	1.81
DFF	30	30	46.1
muxes	1	1	0.763
and+or+nand+nor	76	76	31.3
## power breakdown
group | total (µW) | internal (µW) | switching, µW
Clock | 180 | 99.3 | 80.9
Sequential | 241 | 221 | 19.6
Combinational | 87.5 | 47.8 | 39.7
Total | 509 | 369 | 140
Power and IR drop assume default switching activity.
