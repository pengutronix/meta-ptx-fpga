==> /design/flow/design.v <==
module rotary_encoder(
                      input             clk,
                      input             A,
                      input             B,
                      input             reset,
                      input wire [4:0]  din,
                      output wire [4:0] dout,
                      output reg        direction,
                      output wire       update
                      );
    reg [1:0] 		sync, AB;
    reg [1:0]       cs;
    wire [1:0]      tmp, ns;
    reg [6:0]       signal;
    always @(posedge clk) begin
        sync <= {A, B};
        AB <= sync;
    end
    assign tmp = {AB[1], AB[1] ^ AB[0]};
    assign ns = tmp - cs;
    assign update = ns[0];
    assign dout = signal >> 2;
    always @(posedge clk) begin
        if(reset) begin
            signal <= din;
            cs <= 0;
        end else if(ns[0] == 1'b1)
            begin
                cs <= cs + ns;  
                if (ns[1] == 1'b1) begin
                    signal <= signal - 1'b1;
                    direction <= 1'b0;
                end else begin
                    signal <= signal + 1'b1;
                    direction <= 1'b1;
                end
            end
    end
endmodule
==> /design/flow/run.sh <==
#!/bin/bash
# OpenROAD 26Q1-2900-gdf79404cd8, Yosys 0.63+post, stock flow scripts
make -C /OpenROAD-flow-scripts/flow DESIGN_CONFIG=/design/flow/config.mk WORK_HOME=/design/flow/orfs finish
==> /design/flow/config.mk <==
export PLATFORM = sky130hd
export DESIGN_NAME = rotary_encoder
export DESIGN_NICKNAME = rotary_encoder
export VERILOG_FILES = /design/flow/design.v
export SDC_FILE = /design/flow/constraint.sdc
export NUM_CORES = 4
export LEC_CHECK = 1
export CORE_AREA = 10 10 91 91
export DIE_AREA = 0 0 101 101
==> /design/flow/constraint.sdc <==
current_design rotary_encoder

set clk_period 3.6
set clk_io_pct 0.2

create_clock -name clk0 -period $clk_period [get_ports {clk}]

set non_clock_inputs [all_inputs -no_clocks]
set_input_delay [expr $clk_period * $clk_io_pct] -clock clk0 $non_clock_inputs
set_output_delay [expr $clk_period * $clk_io_pct] -clock clk0 [all_outputs]
==> notes.md <==
Implementation results.

The flow ran to the end, and the final reports show no timing, DRC or antenna violations. The leakage power total is 0.399 nW. The global-route congestion overflow total is 0. Hold timing on the final database bottoms out at a slack of 0.325 ns. In this run the full chip footprint comes out at 0.0102 mm².

The worst-case headroom to the max-slew limit is 61.0%. The worst min-delay path class is flop to flop. Excluding fillers, the count of instances in the completed layout stands at 164. Walking the worst path, the cells encountered are xnor2_1, ha_1, xnor2_1, xnor2_2, ha_1, a211oi_1, o21bai_1, a21oi_1, mux2i_1, mux2_1.

Across every metal layer, demand over resource in global routing totals 3.24%. In this run, CTS created clock tree buffers numbering 3. The total number of vias is 504.

Setup violations remaining at the end of the flow were counted as 0. The synthesis area per yosys is 801 µm². The clock latency on the worst-skew pair is 0.24 ns.

The library cell used most frequently in the layout, excluding fill and tap cells, is clkdlybuf4s50_1. Based on the critical path, the design can be clocked at up to 0.357 GHz. The warning count from the yosys run is 1. The placeable core area is 0.00635 mm². Sequential cells were found to cover 42.5% of the synthesized design area. The post-cts repair resize count is 0. Dividing the final minimum period by the clock period gives 77.7%. At the placement stage, the worst setup path has a slack of 0.752 ns. Setup repair after global routing left no endpoint under its margin. The script parses the final routing iteration and logs DRC violations as 0.

The mean instance size in the synthesized netlist is 10.5 µm². The report counts max-capacitance violations totalling 0. Looking at the setup timing report, the critical path kind is flop to flop.

STA classifies the critical path startpoint as a flop. The first-iteration detailed-routing DRC count is 31. Per the OpenROAD floorplan log, the width of the die is 101 µm. The number of antenna violations at the first check in global routing is 0. The routed design has 1590 µm of wire. In this run the count of I/O pins placed on the die edge is 16. Once placement completed, the tool counted placed cells totaling 160.

The number of global-route vias before repair is 531. The filler cells instantiated in the layout total 688. The count of buffers added on input and output ports is 15. For the worst reg-to-reg path, the startpoint reported by OpenROAD is AB[1]. Data on the critical path is required at its endpoint by 3.73 ns.

The netlist area before placement is 801 µm². CTS built an H-tree with a depth of 1. The largest fanout on the critical path is 9. The layout overhead on the synthesized area is 29.4%.

The register bit count reported by yosys is 14. The count of nets left with antenna violations once routing finished came out at 0. The startpoint of the tightest hold check path is sync[1].

The critical path data arrival time is 2.92 ns. Looking at the post-CTS report, the setup buffer insertion count equals 0. Per STA, the highest per-stage delay on the worst path measures 0.43 ns. Per the final layout report, the fraction of cells sized above drive strength 1 comes to 8.05%. The HPWL reported at the end of detailed placement is 1210 µm. Per the detail_route report, routed wire per instance is 9.67 µm. The maximum ir drop on the vdd rail is 0.237 mV. The final total negative setup slack is 0 ns. The wire length of the first global-routing pass is 2610 µm. Among cell families on the critical path, the largest total delay comes from XOR/XNOR gates. The power density normalized to cell area is 852 mW/mm².

The report lists the number of standard-cell rows as 29. Leaving out fill and tap cells, the most frequent cells in the layout are clkdlybuf4s50_1, dfxtp_1, nand2_1, ha_1. The transition time at the pin with the least slew margin is 0.583 ns.

The maximum number of pins on one net before global-route repair is 20. The maximum clock insertion buffer count is 2. The pre-antenna-repair detailed-routing pass consisted of 3 iterations. In the final report, the number of hold violations comes to 0. Power comes to 0.882 mW. The final critical delay including setup and external delays is 2.80 ns. The worst clock skew on the final layout is 0.00660 ns.

The number of instances in the synthesized netlist is 76. The startpoint of the worst setup timing path is AB[1]. Yosys stat counts 76 cells in the synthesized netlist.

For reference, the clock transition at the flip-flops on the worst setup and hold paths is 0.05 ns. The vertical die dimension is 101 µm. The capturing element type of the critical path is a flop. The number of clock sinks came to 14. The tree is rooted in a clkbuf_8.

Pins over their slew limit in the final report were tallied at 0. The number of antenna diodes is 0. The combined buffer and inverter count along the critical path is 0. The slowest stage cell on the critical path is xnor2_2. Hold repair after CTS inserted 0 buffers. For this configuration, the core starts out at a cell density of 12.6%. Per the detail_route report, vias per standard cell equal 3.07. The final weighted congestion of routability-driven global placement is 0.752. TritonCTS built the clock tree. The number of warnings in the stage logs is 26.

The number of distinct library cells after synthesis is 29. The final worst slack is 0.801 ns.
==> Yosys cell counts, drive strengths merged <==
| cell | instances | area, µm² |
|---|---|---|
| a21oi | 3 | 15.0 |
| dfxtp | 8 | 160 |
| or4b | 1 | 10.0 |
| clkbuf | 1 | 3.75 |
| a211oi | 1 | 7.51 |
| nor3 | 1 | 5.00 |
| ha | 7 | 87.6 |
| o21ai | 6 | 30.0 |
| nor2b | 1 | 6.26 |
| fa | 1 | 20.0 |
| nand2 | 7 | 26.3 |
| inv | 2 | 7.50 |
| o211ai | 1 | 7.51 |
| edfxtp | 6 | 180 |
| nor4b | 1 | 8.76 |
| xnor2 | 4 | 42.6 |
| xor2 | 3 | 26.3 |
| mux2 | 2 | 22.5 |
| mux2i | 3 | 30.0 |
| a21o | 2 | 15.0 |
| nor2 | 6 | 22.5 |
| nand2b | 1 | 6.26 |
| o21bai | 1 | 7.51 |
| buf | 7 | 52.6 |
==> final cells by class <==
class,count,area [µm²],area share [%]
multi-input cells,52,397,38.3
flip-flops and latches,14,340,32.9
repair buffers,15,150,14.5
well taps,77,96.3,9.30
clock buffers,4,45.0,4.35
inverters,2,7.51,0.725
==> where the power goes <==
group	switching, mW	total [mW]	internal (mW)
Combinational	0.224	0.481	0.257
Clock	0.0547	0.133	0.0782
Sequential	0.0349	0.268	0.233
Total	0.313	0.882	0.569
==> logic make-up (layout without fill, tap and decap cells) <==
logic type	after synthesis	after routing	synth area share, %
AOI/OAI and AO/OA	14	14	10.3
xor gates and xnor gates	7	7	8.60
adders and majority gates	8	8	13.4
buffers and inverters	10	21	7.97
DFF	14	14	42.5
muxes	5	5	6.56
and+or+nand+nor	18	18	10.6
==> sequential cells by signal, indices dropped and copies added, names as in the netlist <==
register	count
signal	7
AB	2
cs	2
sync	2
direction	1
==> final timing paths <==
| kind | slack (ns) | cells after the start | to |
|---|---|---|---|
| max | 0.80 | 10 | signal[6] |
| min | 0.32 | 0 | AB[1] |
| max reg2reg | 0.80 | 10 | signal[6] |
| min reg2reg | 0.32 | 0 | AB[1] |
==> routing by layer <==
layer	GRT usage [%]	share of wire, %	up-vias
met5	0	0	-
met4	0.214	0	0
met3	1.66	8.1	0
met2	4.67	42	12
met1	4.44	50	213
li1	-	-	279
==> stage by stage <==
step,util [%],instance area [µm²]
2_1_floorplan,-,801
3_3_place_gp,15.6,991
3_5_place_dp,15.6,991
4_1_cts,16.3,1040
5_1_grt,16.3,1040
6_report,16.3,1040
Power figures rest on the tool's default switching activity, not on a simulated workload.
